==> flow/design.v <==
module decode(
    input wire [31:0] instr,
    output wire [4:0] rs1,
    output wire [4:0] rs2,
    output wire [4:0] rd,
    output wire [6:0] opcode,
    output wire [2:0] funct3,
    output wire [6:0] funct7,
    output wire [31:0] imm
);
    assign opcode = instr[6:0];
    assign rd     = instr[11:7];
    assign funct3 = instr[14:12];
    assign rs1    = instr[19:15];
    assign rs2    = instr[24:20];
    assign funct7 = instr[31:25];
    wire [31:0] imm_I = {{20{instr[31]}}, instr[31:20]};
    wire [31:0] imm_S = {{20{instr[31]}}, instr[31:25], instr[11:7]};
    wire [31:0] imm_B = {{19{instr[31]}}, instr[31], instr[7], instr[30:25], instr[11:8], 1'b0};
    wire [31:0] imm_U = {instr[31:12], 12'b0};
    wire [31:0] imm_J = {{11{instr[31]}}, instr[31], instr[19:12], instr[20], instr[30:21], 1'b0};
    wire is_I_type = (opcode == 7'b0010011) | (opcode == 7'b0000011) | 
                     (opcode == 7'b1100111) | (opcode == 7'b1110011);
    wire is_S_type = (opcode == 7'b0100011);
    wire is_B_type = (opcode == 7'b1100011);
    wire is_U_type = (opcode == 7'b0110111) | (opcode == 7'b0010111);
    wire is_J_type = (opcode == 7'b1101111);
    assign imm = (is_I_type ? imm_I : 32'b0) |
                 (is_S_type ? imm_S : 32'b0) |
                 (is_B_type ? imm_B : 32'b0) |
                 (is_U_type ? imm_U : 32'b0) |
                 (is_J_type ? imm_J : 32'b0);
endmodule
==> flow/run.sh <==
#!/bin/bash
# OpenROAD 26Q1-2900-gdf79404cd8, Yosys 0.63+post, stock flow scripts
make -C /OpenROAD-flow-scripts/flow DESIGN_CONFIG=/design/flow/config.mk WORK_HOME=/design/flow/orfs finish
==> flow/config.mk <==
export PLATFORM = sky130hd
export DESIGN_NAME = decode
export DESIGN_NICKNAME = decode
export VERILOG_FILES = /design/flow/design.v
export SDC_FILE = /design/flow/constraint.sdc
export NUM_CORES = 4
export LEC_CHECK = 1
export CORE_AREA = 10 10 70 70
export DIE_AREA = 0 0 80 80
==> flow/constraint.sdc <==
current_design decode

set clk_period 5.6
set clk_io_pct 0.2

create_clock -name clk0 -period $clk_period

set non_clock_inputs [all_inputs -no_clocks]
set_input_delay [expr $clk_period * $clk_io_pct] -clock clk0 $non_clock_inputs
set_output_delay [expr $clk_period * $clk_io_pct] -clock clk0 [all_outputs]
==> results.sh <==
# physical design summary
export IMPL_status="complete, no violations"
export IMPL_io_pins=96
export IMPL_design_seq_count=0
export IMPL_p_total_w=0.0000750
export IMPL_clkbuf_count=0
export IMPL_crit_type="in -> out"
export IMPL_drive_above_1_share=0.0621
export IMPL_postSynthSeqShare=0
export IMPL_dieArea_um2=6400
export IMPL_vias=901
export IMPL_synthCells=100
export IMPL_peakVddDrop_v=0.0000140
export IMPL_relSlewSlack=0.459
export IMPL_ctsResizeCount=0
export IMPL_setup_tns_final_ns=0
export IMPL_period_used=0.792
export IMPL_cp_start_kind="input port"
export IMPL_cp_startpoint="instr[6]"
export IMPL_synth_area_leader_cell="buf_4"
export IMPL_finalMaxSlewViolations=0
export IMPL_final_setup_viol_count=0
export IMPL_hold_viol_final=0
export IMPL_avgViaCountPerCell=4.35
export IMPL_routed_wirelength_um=3400
export IMPL_antenna_cells=0
export IMPL_post_cts_buffers=0
export IMPL_hpwl_um=3040
export IMPL_gp_congestion=0.836
export IMPL_endpoint_kind="output port"
export IMPL_cap_viol_max_count=0
export IMPL_syn_area_per_cell_um2=7.38
export IMPL_first_iter_violations=35
export IMPL_cp_max_fo=11
export IMPL_p_leak_nw=0.702
export IMPL_fp_util=0.216
export IMPL_ant_nets=0
export IMPL_chipWidth_um=80
export IMPL_flop_area_um2=0
export IMPL_period_needed_ns=4.44
export IMPL_synthTopCellsByArea="buf_4, a21o_1, and2_1"
export IMPL_power_density_nw_per_um2=50.2
export IMPL_cts_hold_buf=0
export IMPL_warning_count=32
export IMPL_grt_antenna_before_repair=0
export IMPL_hp_start="instr[11]"
export IMPL_grt_remaining_overflow=0
export IMPL_top_cell_area_share=0.336
export IMPL_grt_start_max_net_pins=14
export IMPL_required_ns=4.48
export IMPL_wl_per_cell_um=16.4
export IMPL_core_area_um2=3420
export IMPL_worstPathArrival_ns=3.32
export IMPL_yosysUniqueCellTypes=29
export IMPL_post_route_drc_count=0
export IMPL_yosysChipArea_um2=738
export IMPL_fp_dieH_um=80
export IMPL_worst_slew_pin_slew_ns=0.804
export IMPL_min_delay_path_depth=2
export IMPL_ys_warn_count=0
export IMPL_rsz0062_at_grt="no"
export IMPL_max_freq_mhz=225
export IMPL_rows=21
export IMPL_grt_pass1_vias=929
export IMPL_first_pass_iters=4
export IMPL_area_growth_pct=103
export IMPL_synthesis_area_um2=738
export IMPL_ys_cells=100
export IMPL_io_buffers=96
export IMPL_grt_util_all_layers=0.0954
export IMPL_min_path_type="in -> out"
export IMPL_grt_first_pass_wirelength_um=5000
export IMPL_hold_path_end="rd[4]"
[cell usage after synthesis, drive strengths merged]
cell     n
a21boi   1
a21o    19
a21oi    1
a22o     4
a32o     1
and2     6
and3     1
and4bb   1
buf     36
inv      2
mux2i    1
nand2    7
nand2b   2
nand3    1
nand3b   1
nand4    2
nor2     3
nor4     3
o211ai   2
o21a     1
o21ai    3
o21bai   1
or3      1
[per-stage QoR]
stage / instances / setup slack [ns] / cell area (µm²) / hold WS [ns] / util
4_1_cts: 207 / 1.15 / 1500 / 3.08 / 0.438
5_1_grt: 207 / 1.02 / 1500 / 3.09 / 0.438
2_1_floorplan: 100 / 2.40 / 738 / 2.30 / -
6_report: 207 / 1.16 / 1500 / 3.07 / 0.438
3_5_place_dp: 207 / 1.16 / 1500 / 3.08 / 0.438
3_3_place_gp: 207 / 1.18 / 1500 / 3.08 / 0.438
[worst max-delay path, stage by stage]
cell	delay [ns]
clkdlybuf4s50_1	0.71
nand2_1	0.07
or3_1	0.45
a21boi_4	0.35
a21o_2	0.14
clkdlybuf4s50_1	0.47
[power breakdown]
part | total [W] | leakage [nW] | switching, W | internal (W)
logic | 0.0000750 | 0.702 | 0.0000217 | 0.0000534
clock network | 0 | 0 | 0 | 0
registers | 0 | 0 | 0 | 0
[layout by cell type, fill, tap and decap left out, types with 2 or more instances in the layout]
cell type / instances
a22o_1: 4
o21ai_0: 3
nor4_2: 2
a21o_1: 18
nor2_1: 3
and2_1: 6
clkdlybuf4s50_1: 96
nand2_1: 7
nand4_1: 2
inv_1: 2
[layout make-up]
class              instances  area [µm²]
inverters                  2        7.51
multi-input cells         62         462
fillers                  329        1920
well taps                 46        57.6
repair buffers            97         968
[kinds of logic after synthesis]
logic type	share of synthesized area
buf+inv	0.383
mux	0.0136
compound gates	0.371
simple gates	0.232
[routing by layer]
| metal | vias up | GRT usage | part of all wire |
|---|---|---|---|
| met5 | - | 0 | 0 |
| met4 | 0 | 0.00528 | 0.0041 |
| met3 | 2 | 0.0295 | 0.11 |
| met2 | 53 | 0.180 | 0.50 |
| met1 | 396 | 0.105 | 0.38 |
| li1 | 450 | - | - |
[worst max-delay path by stage]
stage | end | slack, ns
4_1_cts | imm[20] | 1.15
5_1_grt | imm[0] | 1.02
6_report | imm[20] | 1.16
No activity file was given, so power comes from the tool's default toggle rates.
