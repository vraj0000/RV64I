File: design/flow/run.sh
#!/bin/bash
# OpenROAD 26Q1-2900-gdf79404cd8, Yosys 0.63+post, stock flow scripts
make -C /OpenROAD-flow-scripts/flow DESIGN_CONFIG=/design/flow/config.mk WORK_HOME=/design/flow/orfs finish
File: design/flow/config.mk
export PLATFORM = sky130hd
export DESIGN_NAME = branch
export DESIGN_NICKNAME = branch
export VERILOG_FILES = /design/flow/design.v
export SDC_FILE = /design/flow/constraint.sdc
export NUM_CORES = 4
export LEC_CHECK = 1
export CORE_AREA = 10 10 153 153
export DIE_AREA = 0 0 163 163
File: design/flow/constraint.sdc
current_design branch

set clk_period 35.8
set clk_io_pct 0.2

create_clock -name clk0 -period $clk_period

set non_clock_inputs [all_inputs -no_clocks]
set_input_delay [expr $clk_period * $clk_io_pct] -clock clk0 $non_clock_inputs
set_output_delay [expr $clk_period * $clk_io_pct] -clock clk0 [all_outputs]
File: design/flow/design.v
module branch #(
    parameter XLEN = 64
)(
    input wire [2:0] funct3,
    input wire [XLEN-1:0] a,         
    input wire [XLEN-1:0] b,         
    input wire [XLEN-1:0] imm,       
    input wire [XLEN-1:0] pc,        
    output reg [XLEN-1:0] pc_target,  
    output reg branch_taken          
);
    always @* begin
        case (funct3)
            3'b000: begin   
                branch_taken = (a == b);
            end
            3'b001: begin   
                branch_taken = (a != b);
            end
            3'b100: begin   
                branch_taken = ($signed(a) < $signed(b));
            end
            3'b101: begin   
                branch_taken = ($signed(a) >= $signed(b));
            end
            3'b110: begin   
                branch_taken = (a < b);
            end
            3'b111: begin   
                branch_taken = (a >= b);
            end
            default: begin
                branch_taken = 1'b0;
            end
        endcase
        pc_target = branch_taken ? (pc + imm) : {XLEN{1'bx}};
    end
endmodule
==> summary.txt <==
run results: status completed, cell internal pwr 0.0000871 W, Die W 163 µm, Min-Delay Path Class input port to primary output, cell taking the most area after synthesis ha_1, Net Sw Frac 0.409, final hold vios 0, layout cells sized above 1 0.0113, Log Warnings 32, sequential cell area 0 µm², post-cts hold-fix buffer tally 0, Top-area cell share 0.307, Max Freq 54.4 MHz, placed wire-length estimate 21200 µm, Setup Buffers After CTS 0, Syn Inst Count 752, Max IR drop VDD 9.42 µV, Worst setup EP type primary output, Setup TNS 0 ns, Yosys Warn Count 1, residual DRC count 0, total die area 0.0266 mm², final setup vio count 0, Clk pwr share 0, minimum clock period 18.39 ns, Post-Route WL 23100 µm, Max Fanout on Critical Path 4, drt pass-1 iters 5, Tightest Pin Transition 0.845 ns, slowest stage delay, CP 0.57 ns, IO Pins 324, unrepaired setup endpoints after global routing false, crit path DAT 11.23 ns, initial antenna violation count 1, syn_area_per_cell 6.89 µm², CP Launch Type input port, Final Util 0.432, P&R area growth vs syn 68.0%, via count 6448, Comb pwr share 1.000, seq_cells 0, crit path cell chain clkdlybuf4s50_1 -> ha_1 -> inv_1 -> fa_1 -> nor2b_1 -> o21ai_0 -> a21oi_1 -> a31oi_1 -> nand2_1 -> a31oi_1 -> o31a_1 -> o31ai_2 -> a21boi_2 -> mux2i_1 -> a2111oi_0 -> clkdlybuf4s50_1, top-count cell post-synth ha_1, Via density 4.84, sw power 0.0000604 W, Max Cap Violations 0, Slew headroom 0.429, biggest area cells ha_1 31%, a21oi_1 7.9%, a21o_1 7.7%, port bufs 324, fin cells 1332, hold_ws 15.36 ns, num rows 52, DRT iter0 DRCs 303, Commonest cells post-synth 127 x ha_1, 88 x inv_1, 82 x a21oi_1, 62 x nand2_1, 53 x a21o_1, first-pass GRT wire length 35000 µm, leakage power 4.01 nW, chip height 163 µm, cell count in the Yosys report 752, fin crit share 0.514, Resized cells post-CTS 0, GRT Util Overall 0.165, Yosys Chip Area 0.00518 mm², clk_buf instances 0, final RePlAce weighted congestion 0.915, PD cells 16.9 mW/mm², grt ovf 0, Seq pwr share 0, drt wl/cell 17.3 µm, critical path type input port to primary output, starting density of the core 0.257, Mapped Area 0.00518 mm², required time worst endpoint 28.64 ns, Detail Route Antenna Nets 0, vias in the first global route 6351, pin count of the biggest net entering global routing 14, dpl cells 1331, Slew Limit Fails 0, Synth cell types 56, Slowest cell on crit path clkdlybuf4s50_1, core area 0.0202 mm², post-layout power 0.000148 W, register area share after synthesis 0
-- through the flow --
| step | setup slack, ns | cell area (µm²) |
|---|---|---|
| finish | 17.41 | 8710 |
| global route | 16.97 | 8710 |
| CTS | 17.32 | 8710 |
| detailed placement | 17.37 | 8710 |
| global placement | 17.43 | 8710 |
| floorplan | 19.03 | 5180 |
-- worst max-delay path: cells and delay by family --
kind	cells	cell delay (ns)
fa+ha+maj	2	0.58
compound gates	8	1.99
buf+inv	3	1.08
mux	1	0.14
simple gates	2	0.26
-- logic make-up after synthesis --
kind of cell | synth area share
AND-OR/OR-AND | 0.317
adder cells (fa/ha/maj) | 0.310
XOR/XNOR | 0.0997
multiplexers | 0.00603
AND/OR/NAND/NOR | 0.192
buffers and inverters | 0.0746
-- placed cells by master (no fill, tap or decap), types with 3 or more instances in the layout --
cell type	count
clkdlybuf4s50_1	324
ha_1	127
inv_1	88
a21oi_1	82
nand2_1	62
a21o_1	53
nor2_1	49
xnor2_1	38
o21ai_0	36
nand4_1	26
nor3_1	21
xor2_1	21
nand3_1	17
o21bai_1	11
a31oi_1	9
nor2b_1	7
nor4_1	6
o21a_1	6
a211oi_1	6
nand2b_1	6
and3_1	5
a221oi_1	5
a2111oi_0	4
and2_1	4
o31ai_1	3
o211ai_1	3
o31a_1	3
-- cell type report --
cell class         count  area, µm²
inverters             88        330
multi-input cells    649       4800
fillers             2058      11500
repair buffers       324       3240
well taps            270        338
diodes                 1       2.50
-- power by group through the flow --
stage / Clock (W) / Sequential, W / Combinational (W)
4_1_cts: 0 / 0 / 0.000149
5_1_grt: 0.00000000000376 / 0 / 0.000163
6_report: 0.00000000000377 / 0 / 0.000148
-- layer usage --
layer  wire (µm)  track usage  vias to the layer above
li1            -            -                     3375
met1        9770        0.207                     2835
met2       11200        0.286                      226
met3        1950       0.0475                       12
met4         138       0.0115                        0
met5           0            0                        -
-- path summary, 6_finish.rpt --
path,from,endpoint,slack [ns],cells past startpoint
setup / recovery,imm[0],pc_target[48],17.41,16
hold / removal,pc[0],pc_target[0],15.36,3
Power figures rest on the tool's default switching activity, not on a simulated workload.
